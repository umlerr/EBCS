[config.mk]
export PLATFORM = sky130hd
export DESIGN_NAME = music
export DESIGN_NICKNAME = music
export VERILOG_FILES = /design/flow/design.v
export SDC_FILE = /design/flow/constraint.sdc
export NUM_CORES = 4
export LEC_CHECK = 1
export CORE_UTILIZATION = 30
[constraint.sdc]
current_design music

set clk_period 5.4
set clk_io_pct 0.2

create_clock -name clk0 -period $clk_period [get_ports {clk}]

set non_clock_inputs [all_inputs -no_clocks]
set_input_delay [expr $clk_period * $clk_io_pct] -clock clk0 $non_clock_inputs
set_output_delay [expr $clk_period * $clk_io_pct] -clock clk0 [all_outputs]
[design.v]
module music(
    input wire nrst,
    input wire clk,
    output reg [3:0]note,
    output wire speak
);
assign speak = (note !=0);
reg [19:0]counter;
reg one_step;
always @(posedge clk)
begin
    if(counter==5000000/8)
        begin counter <= 0; one_step <= 1'b1; end
    else
        begin counter <= counter + 1'b1; one_step <= 1'b0; end
end
reg [8:0]music_time;
always @(posedge clk or negedge nrst)
begin
    if(nrst==1'b0)
		begin
        music_time <= 0;
        note <= 0;
		end
    else
		begin
         if(one_step)
				begin
            case(music_time)
               0: begin note <=3;  music_time <= music_time+1'b1; end
					1: begin note <=3;  music_time <= music_time+1'b1; end
					2: begin note <=8;  music_time <= music_time+1'b1; end
					3: begin note <=8;  music_time <= music_time+1'b1; end
					4: begin note <=8;  music_time <= music_time+1'b1; end
					5: begin note <=8;  music_time <= music_time+1'b1; end
					6: begin note <=3;  music_time <= music_time+1'b1; end
					7: begin note <=3;  music_time <= music_time+1'b1; end
					8: begin note <=5;  music_time <= music_time+1'b1; end
					9: begin note <=5;  music_time <= music_time+1'b1; end
					10: begin note <=7;  music_time <= music_time+1'b1; end
					11: begin note <=7;  music_time <= music_time+1'b1; end
					12: begin note <=7;  music_time <= music_time+1'b1; end
					13: begin note <=7;  music_time <= music_time+1'b1; end
					14: begin note <=13;  music_time <= music_time+1'b1; end
					15: begin note <=13;  music_time <= music_time+1'b1; end
					16: begin note <=13;  music_time <= music_time+1'b1; end
					17: begin note <=13;  music_time <= music_time+1'b1; end
					18: begin note <=5;  music_time <= music_time+1'b1; end
					19: begin note <=5;  music_time <= music_time+1'b1; end
					20: begin note <=5;  music_time <= music_time+1'b1; end
					21: begin note <=5;  music_time <= music_time+1'b1; end
					22: begin note <=3;  music_time <= music_time+1'b1; end
					23: begin note <=3;  music_time <= music_time+1'b1; end
					24: begin note <=1;  music_time <= music_time+1'b1; end
					25: begin note <=1;  music_time <= music_time+1'b1; end
					26: begin note <=3;  music_time <= music_time+1'b1; end
					27: begin note <=3;  music_time <= music_time+1'b1; end
					28: begin note <=3;  music_time <= music_time+1'b1; end
					29: begin note <=3;  music_time <= music_time+1'b1; end
					30: begin note <=15;  music_time <= music_time+1'b1; end
					31: begin note <=15;  music_time <= music_time+1'b1; end
					32: begin note <=15;  music_time <= music_time+1'b1; end
					33: begin note <=15;  music_time <= music_time+1'b1; end
					34: begin note <=14;  music_time <= music_time+1'b1; end
					35: begin note <=14;  music_time <= music_time+1'b1; end
					36: begin note <=14;  music_time <= music_time+1'b1; end
					37: begin note <=14;  music_time <= music_time+1'b1; end
					38: begin note <=14;  music_time <= music_time+1'b1; end
					39: begin note <=14;  music_time <= music_time+1'b1; end
					40: begin note <=13;  music_time <= music_time+1'b1; end
					41: begin note <=13;  music_time <= music_time+1'b1; end
					42: begin note <=1;  music_time <= music_time+1'b1; end
					43: begin note <=1;  music_time <= music_time+1'b1; end
					44: begin note <=1;  music_time <= music_time+1'b1; end
					45: begin note <=1;  music_time <= music_time+1'b1; end
					46: begin note <=1;  music_time <= music_time+1'b1; end
					47: begin note <=1;  music_time <= music_time+1'b1; end
					48: begin note <=3;  music_time <= music_time+1'b1; end
					49: begin note <=3;  music_time <= music_time+1'b1; end
					50: begin note <=5;  music_time <= music_time+1'b1; end
					51: begin note <=5;  music_time <= music_time+1'b1; end
					52: begin note <=5;  music_time <= music_time+1'b1; end
					53: begin note <=5;  music_time <= music_time+1'b1; end
					54: begin note <=7;  music_time <= music_time+1'b1; end
					55: begin note <=7;  music_time <= music_time+1'b1; end
					56: begin note <=5;  music_time <= music_time+1'b1; end
					57: begin note <=8;  music_time <= music_time+1'b1; end
					58: begin note <=10;  music_time <= music_time+1'b1; end
					59: begin note <=10;  music_time <= music_time+1'b1; end
					60: begin note <=1;  music_time <= music_time+1'b1; end
					61: begin note <=1;  music_time <= music_time+1'b1; end
					62: begin note <=13;  music_time <= music_time+1'b1; end
					63: begin note <=13;  music_time <= music_time+1'b1; end
					64: begin note <=3;  music_time <= music_time+1'b1; end
					65: begin note <=3;  music_time <= music_time+1'b1; end
					66: begin note <=12;  music_time <= music_time+1'b1; end
					67: begin note <=12;  music_time <= music_time+1'b1; end
					68: begin note <=12;  music_time <= music_time+1'b1; end
					69: begin note <=12;  music_time <= music_time+1'b1; end
					70: begin note <=10;  music_time <= music_time+1'b1; end
					71: begin note <=10;  music_time <= music_time+1'b1; end
					72: begin note <=13;  music_time <= music_time+1'b1; end
					73: begin note <=8;  music_time <= music_time+1'b1; end
					74: begin note <=10;  music_time <= music_time+1'b1; end
					75: begin note <=10;  music_time <= music_time+1'b1; end
					76: begin note <=10;  music_time <= music_time+1'b1; end
					77: begin note <=10;  music_time <= music_time+1'b1; end
					78: begin note <=7;  music_time <= music_time+1'b1; end
					79: begin note <=7;  music_time <= music_time+1'b1; end
					80: begin note <=3;  music_time <= music_time+1'b1; end
					81: begin note <=3;  music_time <= music_time+1'b1; end
					82: begin note <=8;  music_time <= music_time+1'b1; end
					83: begin note <=8;  music_time <= music_time+1'b1; end
					84: begin note <=8;  music_time <= music_time+1'b1; end
					85: begin note <=8;  music_time <= music_time+1'b1; end
					86: begin note <=7;  music_time <= music_time+1'b1; end
					87: begin note <=7;  music_time <= music_time+1'b1; end
					88: begin note <=15;  music_time <= music_time+1'b1; end
					89: begin note <=5;  music_time <= music_time+1'b1; end
					90: begin note <=7;  music_time <= music_time+1'b1; end
					91: begin note <=7;  music_time <= music_time+1'b1; end
					92: begin note <=7;  music_time <= music_time+1'b1; end
					93: begin note <=7;  music_time <= music_time+1'b1; end
					94: begin note <=13;  music_time <= music_time+1'b1; end
					95: begin note <=13;  music_time <= music_time+1'b1; end
					96: begin note <=13;  music_time <= music_time+1'b1; end
					97: begin note <=13;  music_time <= music_time+1'b1; end
					98: begin note <=5;  music_time <= music_time+1'b1; end
					99: begin note <=5;  music_time <= music_time+1'b1; end
					100: begin note <=5;  music_time <= music_time+1'b1; end
					101: begin note <=5;  music_time <= music_time+1'b1; end
					102: begin note <=3;  music_time <= music_time+1'b1; end
					103: begin note <=3;  music_time <= music_time+1'b1; end
					104: begin note <=1;  music_time <= music_time+1'b1; end
					105: begin note <=1;  music_time <= music_time+1'b1; end
					106: begin note <=3;  music_time <= music_time+1'b1; end
					107: begin note <=3;  music_time <= music_time+1'b1; end
					108: begin note <=3;  music_time <= music_time+1'b1; end
					109: begin note <=3;  music_time <= music_time+1'b1; end
					110: begin note <=15;  music_time <= music_time+1'b1; end
					111: begin note <=15;  music_time <= music_time+1'b1; end
					112: begin note <=15;  music_time <= music_time+1'b1; end
					113: begin note <=15;  music_time <= music_time+1'b1; end
					114: begin note <=8;  music_time <= music_time+1'b1; end
					115: begin note <=8;  music_time <= music_time+1'b1; end
					116: begin note <=8;  music_time <= music_time+1'b1; end
					117: begin note <=8;  music_time <= music_time+1'b1; end
					118: begin note <=7;  music_time <= music_time+1'b1; end
					119: begin note <=7;  music_time <= music_time+1'b1; end
					120: begin note <=2;  music_time <= music_time+1'b1; end
					121: begin note <=5;  music_time <= music_time+1'b1; end
					122: begin note <=3;  music_time <= music_time+1'b1; end
					123: begin note <=3;  music_time <= music_time+1'b1; end
					124: begin note <=3;  music_time <= music_time+1'b1; end
					125: begin note <=3;  music_time <= music_time+1'b1; end
					126: begin note <=3;  music_time <= music_time+1'b1; end
					127: begin note <=3;  music_time <= music_time+1'b1; end
            default:
                begin note <= 0; music_time <= music_time; end
            endcase
        end
    end
end
endmodule
[run.sh]
#!/bin/bash
# OpenROAD 26Q1-2900-gdf79404cd8, Yosys 0.63+post, stock flow scripts
make -C /OpenROAD-flow-scripts/flow DESIGN_CONFIG=/design/flow/config.mk WORK_HOME=/design/flow/orfs finish
==> results.cfg <==
; implementation run metrics
[cts]
post_cts_buffers = 0
cts-root-buf = clkbuf_8
ctsHoldBuffers = 0
cts_tree = done
clk_path_buf_depth = 2
cts_resized = 0
cts_sinks = 34
cts_made_buffers = 5
clk_latency_ns = 0.28
cts_max_level = 2
clkSlewWorstSetupHoldPaths_ns = 0.07

[drt]
drt_iter0_markers = 83
drtAntennaViolNets = 0
drt-total-wl_mm = 4.416
drtPass1Iterations = 4
met2_length_mm = 1.965
vias_per_cell = 5.384
vias = 1793
diodes = 0
avgRoutedWirePerCell_um = 13.26
wl_met3_um = 221
met1_length_mm = 2.125
top_layer_used = met4
drcViolationCount = 0

[synth]
ys_sh_aoi_pct = 14.70
netlist_instances = 252
ys.warnings.count = 1
ys_sh_mux_pct = 1.205
edf_count = 0
synth_cell_types = 50
postSynthSeqShare_pct = 35.90
xor_area_share_pct = 10.96
avgSynthCellArea_sq_um = 8.242
yosys.area_share.adder_pct = 3.614
ff_type = dfxtp_1
syn-cell-area_sq_mm = 0.002077
synth_stat.cells = 252
async_flop_share_pct = 38.24
synth_flops = 34
ys_area_sq_mm = 0.002077
synthTopLogicFamily = simple AND/OR/NAND/NOR gates
simple_gate_area_share_pct = 29.52

[final_timing]
finalCritPeriodShare_pct = 54.07
fin_ws_ns = 2.480
relSlewSlack_pct = 47.64
worst_slew_pin_slew_ns = 0.7854
clock.fmax_ghz = 0.3425
final.setup.tns_ns = 0
drv_slew = 0
setup_violations = 0
hold_viol = 0
finClkSkew_ns = 0.008197
grt_setup_unrepaired = no
layout_min_cycle_time_ns = 2.920

[worst_hold_path]
holdPathStages = 0
worstHoldEndpoint = music_time[8]
min_from = music_time[8]
hp-class = flip-flop to flip-flop

[setup_path]
crit_arrival_ns = 3.09
r2r_cells = 10
worstPathRequired_ns = 5.57
worstSetupStartpointType = flip-flop
r2r_slack_ns = 2.48
reg2reg_from = music_time[1]
path_class = flip-flop to flip-flop
end_kind = flip-flop
rr_endpoint = music_time[1]
cp_max_fo = 13

[power]
finalPower_uw = 433.4
p_clk_share_pct = 41.2
combPwrFrac_pct = 0.6
seq_power_share_pct = 58.2
power.internal_uw = 342.1
power.switching_uw = 91.33
peakVddDrop_v = 0.0001147
leakagePower_nw = 0.8930
powerDensity_mw_per_mm2 = 190.1
p_sw_share_pct = 21.07

[floorplanning]
rows = 29
die_y_um = 85.21
initial_core_util_pct = 31.80
die-area_sq_mm = 0.007260
die_x_um = 85.21
core_area_sq_mm = 0.006531
ios = 7

[finish]
nFillCells = 673
layout_top_cells = nor2_1 (32), dfxtp_1 (21), nand2_1 (19), xnor2_1 (16)
final_common_cell = nor2_1
drive_gt1_share_pct = 7.031
stdcell_area_sq_mm = 0.002280
syn_to_final_growth_pct = 9.759
stdcell_count = 333

[status]
status = complete, no violations

[flow_run]
warnings = 29
cap_viol_max_count = 0

[placed_design]
place.gp.congestion = 0.9380
place_area_sq_mm = 0.002197
place_ws_ns = 2.519
dpl.hpwl_mm = 3.161
placed_cells = 325
port_buffers = 6

[global_route]
grt_usage_pct = 13.47
grt_pass1_wl_mm = 7.928
first_global_vias = 1708
grt_max_degree = 25
grt_overflow = 0
antenna_found_initial = 0
==> worst max path at each step <==
stage	start	endpoint	slack, ns	depth (start not counted)
after CTS	music_time[1]	music_time[1]	2.48	10
after global routing	music_time[1]	music_time[6]	2.27	10
final	music_time[1]	music_time[1]	2.48	10
==> final cells by class <==
| type | instances | area [sq um] | share of cell area (%) |
|---|---|---|---|
| well taps | 77 | 96.34 | 4.226 |
| flip-flops and latches | 34 | 745.7 | 32.71 |
| multi-input cells | 198 | 1246 | 54.67 |
| clock inverters | 2 | 10.01 | 0.4391 |
| inverters | 7 | 26.28 | 1.153 |
| repair buffers | 9 | 82.58 | 3.622 |
| clock buffers | 6 | 72.57 | 3.183 |
==> Yosys cell counts, types with 2 or more instances <==
library cell / instances / area share (%)
nor2b_1: 4 / 1.2
dfrtp_1: 13 / 16
buf_1: 2 / 0.36
o22ai_1: 3 / 0.90
nor4_1: 8 / 2.4
inv_1: 7 / 1.3
or3b_1: 2 / 0.84
nand3_1: 10 / 2.4
buf_2: 5 / 1.2
xor2_1: 10 / 4.2
nand2b_1: 4 / 1.2
xnor2_1: 16 / 6.7
or3_1: 2 / 0.60
a211oi_1: 6 / 2.2
o21ai_0: 10 / 2.4
dfxtp_1: 21 / 20
ha_1: 6 / 3.6
nand4_1: 5 / 1.5
o31ai_1: 2 / 0.72
nand3b_1: 3 / 1.1
a31oi_1: 3 / 0.90
nand2_1: 19 / 3.4
or4_1: 2 / 0.72
a21oi_1: 10 / 2.4
and3_1: 5 / 1.5
nor3_1: 13 / 3.1
or2_2: 3 / 0.90
clkbuf_1: 5 / 0.90
nor2_1: 32 / 5.8
==> power by group through the flow <==
stage	registers, mW	logic [mW]	clock network (mW)
6_report	0.252	0.00255	0.179
5_1_grt	0.252	0.00298	0.198
4_1_cts	0.252	0.00277	0.186
==> per-layer routing <==
layer	track usage, %	vias to the layer above
met5	0	-
met4	3.544	0
met3	2.270	11
met2	20.97	49
met1	19.84	823
li1	-	910
==> registers in the layout, indices dropped and copies added (netlist names) <==
register / cells
counter: 20
music_time: 9
note: 4
one_step: 1
==> kinds of logic (layout without fill, tap and decap cells) <==
logic type / Yosys count / in the layout
AND/OR/NAND/NOR: 118 / 118
buffers and inverters: 20 / 24
multiplexers: 2 / 2
flip-flops: 34 / 34
XOR/XNOR: 26 / 26
adder cells (fa/ha/maj): 6 / 6
AND-OR/OR-AND: 46 / 46
==> critical path, cell delays in order (launching register included) <==
cell and delay [ns]:
dfrtp_1 0.42, inv_1 0.08, ha_1 0.26, nor2_1 0.11, buf_4 0.20, o22ai_1 0.16
or2_2 0.32, a211o_1 0.32, nor4_4 0.47, a21oi_2 0.15, mux2_4 0.32
==> through the flow <==
step           hold WS (ns)  util [%]
2_1_floorplan        0.4297         -
3_3_place_gp         0.3769     33.64
3_5_place_dp         0.3888     33.64
4_1_cts              0.4057     34.90
5_1_grt              0.4167     34.90
6_report             0.4018     34.90
Power and IR drop assume default switching activity.
