==> design.v <==
module note_synt(
    input wire clk,      
    input wire [3:0]note,
    output reg note_clock,      
    output reg [7:0]note_leds   
);
reg [13:0]factor;
always @*
begin
    case(note)
        1:  begin factor = 9560; note_leds = 8'b00000001; end    
        2:  begin factor = 9025; note_leds = 8'b00000011; end    
        3:  begin factor = 8518; note_leds = 8'b00000010; end    
        4:  begin factor = 8039; note_leds = 8'b00000110; end    
        5:  begin factor = 7587; note_leds = 8'b00000100; end    
        6:  begin factor = 7163; note_leds = 8'b00001000; end    
        7:  begin factor = 6766; note_leds = 8'b00011000; end    
        8:  begin factor = 6378; note_leds = 8'b00010000; end    
        9:  begin factor = 6017; note_leds = 8'b00110000; end    
        10: begin factor = 5682; note_leds = 8'b00100000; end    
        11: begin factor = 5364; note_leds = 8'b01100000; end    
        12: begin factor = 5066; note_leds = 8'b01000000; end    
		  13: begin factor = 10124; note_leds = 8'b01000000; end    
	     14: begin factor = 11364; note_leds = 8'b00100000; end    
	     15: begin factor = 12756; note_leds = 8'b00010000; end    
    default: begin factor = 1;   note_leds = 8'b00000000; end    
    endcase
end
reg eocnt;
always @(posedge clk)
    eocnt <= (cnt == factor);
reg [13:0]cnt;
always @(posedge clk or posedge eocnt)
begin
    if(eocnt)
        cnt <= 0;
    else
        cnt <= cnt + 1'b1;
end
always @(posedge eocnt)
    note_clock <= note_clock ^ 1'b1;
endmodule
==> run.sh <==
#!/bin/bash
# OpenROAD 26Q1-2900-gdf79404cd8, Yosys 0.63+post, stock flow scripts
make -C /OpenROAD-flow-scripts/flow DESIGN_CONFIG=/design/flow/config.mk WORK_HOME=/design/flow/orfs finish
==> config.mk <==
export PLATFORM = sky130hd
export DESIGN_NAME = note_synt
export DESIGN_NICKNAME = note_synt
export VERILOG_FILES = /design/flow/design.v
export SDC_FILE = /design/flow/constraint.sdc
export NUM_CORES = 4
export LEC_CHECK = 1
export CORE_AREA = 10 10 91 91
export DIE_AREA = 0 0 101 101
==> constraint.sdc <==
current_design note_synt

set clk_period 3.3
set clk_io_pct 0.2

create_clock -name clk0 -period $clk_period [get_ports {clk}]

set non_clock_inputs [all_inputs -no_clocks]
set_input_delay [expr $clk_period * $clk_io_pct] -clock clk0 $non_clock_inputs
set_output_delay [expr $clk_period * $clk_io_pct] -clock clk0 [all_outputs]
==> flow_metrics.tcl <==
# implementation run metrics
set metrics [dict create \
    crit_path_max_fanout 6 \
    vias 1129 \
    crit_path_top_delay_cell "clkdlybuf4s50_1" \
    area.combinational_um2 885.9 \
    topCombFamilyByArea "simple AND/OR/NAND/NOR gates" \
    post_route_cells_drive_above_1_share 0.08824 \
    crit_arrival_ns 2.38 \
    global_route_wire_length_before_repair_mm 5.292 \
    ys_sh_xor 0.1584 \
    final_core_utilization 0.2571 \
    start_kind "input port" \
    yosys_instances 159 \
    worstSetupEndpoint "note_leds[0]" \
    max_stage_delay_ns 0.50 \
    floorplan.initialDensity 0.2177 \
    ys_ff 16 \
    syn_to_final_growth_pct 18.10 \
    setup.worst_path.start "note[0]" \
    ff_latch_area_um2 390.4 \
    worst_relative_slew_slack 0.6559 \
    grt_pass1_vias 1124 \
    syn-cell-area_mm2 0.001383 \
    count_of_endpoints_without_a_timing_constraint 2 \
    number_of_placement_rows 29 \
    yosysChipArea_mm2 0.001383 \
    netlist_top_cells_area "dfrtp_1, xnor2_1, ha_1" \
    avgRoutedWirePerCell_um 11.95 \
    final_worst_clock_skew_ns 0.001056 \
    n_fill_cell 662 \
    portBuffers 12 \
    adders_majority_by_area 0.08145 \
    max-clock-path-buffers 2 \
    r2r_start "cnt[2]$_DFF_PP0_" \
    vias_per_cell 4.571 \
    path_common_cell "clkdlybuf4s50_1" \
    endpoint_kind "output port" \
    yosysTopAreaCell "dfrtp_1" \
    tool_warnings 32 \
    finalMaxSlewViolations 0 \
    io-pin-count 14 \
    ys_sh_mux 0.02896 \
    ir_worst_vdd_mv 0.09070 \
    first_iter_violations 29 \
    dp_wirelength_mm 2.303 \
    clock_latency_ns 0.24 \
    yosys_warnings 1 \
    maxClockFrequency_mhz 328.6 \
    cts-resized-gates 0 \
    route.antenna.remaining_nets 0 \
    globalRouteOverflowTotal 0 \
    setup_violations 0 \
    die.size.x_um 101 \
    cp.buffers_inverters 3 \
    cts_hold_repair.buffers 0 \
    drc_errors 0 \
    required_ns 2.64 \
    cell_family_with_the_largest_share_of_critical_path_delay "buffers and inverters" \
    finalWirelength_mm 2.951 \
    cap_viol_max_count 0 \
    synthesis.area_per_instance_um2 8.695 \
    lay_top_cells "xnor2_1, dfrtp_1, nor2_1" \
    clockRootBuffer "clkbuf_8" \
    cts_tree "built" \
    run_status "completed" \
    critPathKind "in2out" \
    fp.dieArea_mm2 0.01020 \
    h_tree_level_count 1 \
    synthCells 159 \
    yosys.area_share.simple 0.1973 \
    final.min_clock_period_ns 3.044 \
    top_area_frac 0.2534 \
    period_utilisation_layout 0.9223 \
    critical_path_cell_sequence "clkdlybuf4s50_1, inv_1, ha_1, nor3b_1, clkdlybuf4s50_1" \
    worstReg2RegEnd "eocnt$_DFF_P_" \
    floorplan.core_area_mm2 0.006350 \
    grt_start_max_net_pins 32 \
    synth_compound_gate_area_share 0.1719 \
    synth_seq_share 0.2824 \
    hold-worst-slack_ns 0.2467 \
    synth_cell_type_count 41 \
    hp-class "reg2async" \
    ff2ff_path_depth 5 \
    timing.reg2reg.setup_slack_ns 1.61 \
    grt_setup_unrepaired "no" \
    cts_made_buffers 3 \
    worst_pin_slew_ns 0.5155 \
    chipHeight_um 101 \
    clk_transition_reported_paths_ns 0.06 \
    gp_congestion 0.8192 \
    drt_first_pass_iters 4 \
    antenna_found_initial 0 \
    antenna_cells 0 \
    total_leakage_power_uw 0.0006882 \
    cts_setup_buffers 0 \
    report.final.hold_viol_count 0 \
    unclocked_regs 1 \
    fin_tns_setup_ns 0 \
    power_density_mw_per_mm2 263.6 \
    worst-path-stages 5 \
    grt_util_all_layers 0.06127 \
]
[sequential cells by signal (all words and copies together), names as in the netlist]
name / flops
cnt: 14
eocnt: 1
note_clock: 1
[power by group]
part / switching [uW] / leakage, uW / internal [uW]
Sequential: 0.000620 / 0.000179 / 184
Combinational: 53.7 / 0.000487 / 50.6
Clock: 56.8 / 0.0000228 / 85.2
Total: 110 / 0.000688 / 320
[per-stage QoR]
stage	cells	area (um2)	total power (uW)	setup WS (ns)
after global placement	243	1588	291.2	0.2561
after floorplan	159	1383	259.9	0.7438
final	247	1633	430.4	0.2565
after detailed placement	243	1588	291.7	0.2229
after CTS	247	1633	436.8	0.2170
after global routing	247	1633	459.0	0.1253
[layer usage]
metal  wire length, um  GRT usage
met5                 0          0
met4                38    0.01072
met3               201    0.01386
met2              1220    0.09287
met1              1491    0.08802
[Yosys cell counts (all sizes together)]
cell type / count
a2111oi: 3
mux2i: 4
o2111ai: 1
nor2b: 2
inv: 8
nor3b: 2
ha: 9
o32ai: 1
a21o: 1
and2: 2
dfrtp: 14
nand2b: 5
buf: 8
a41o: 1
a31oi: 2
clkbuf: 4
nor3: 1
a221oi: 1
nor2: 13
o211ai: 2
xor2: 11
a211o: 1
a311oi: 2
o211a: 1
a21oi: 11
nor4b: 1
and3: 5
nand3: 7
dfxtp: 2
o22ai: 2
xnor2: 14
nand2: 10
conb: 1
o31ai: 2
o21ai: 2
nand4: 3
[cell families (layout without fill, tap and decap cells)]
| family | count (synthesis) | in the layout |
|---|---|---|
| adder cells (fa/ha/maj) | 9 | 9 |
| multiplexers | 4 | 4 |
| flip-flops | 16 | 16 |
| AND-OR/OR-AND | 33 | 33 |
| XOR/XNOR | 25 | 25 |
| buffers and inverters | 20 | 31 |
| other | 1 | 1 |
| AND/OR/NAND/NOR | 51 | 51 |
[layout make-up]
cell class,count,area share
clock buffers,4,0.02759
inverters,8,0.01839
multi-input cells,123,0.5425
well taps,77,0.05900
repair buffers,19,0.1134
flip-flops and latches,16,0.2391
[worst min-delay path by stage]
stage / from / cells past startpoint / endpoint / slack [ns]
after global routing: eocnt$_DFF_P_ / 1 / cnt[4]$_DFF_PP0_ / 0.32
final: eocnt$_DFF_P_ / 1 / cnt[3]$_DFF_PP0_ / 0.25
after CTS: eocnt$_DFF_P_ / 1 / cnt[3]$_DFF_PP0_ / 0.27
Power is estimated from default activity; no workload was simulated.
